<file path="flow/run.sh">
#!/bin/bash
# OpenROAD 26Q1-2900-gdf79404cd8, Yosys 0.63+post, stock flow scripts
make -C /OpenROAD-flow-scripts/flow DESIGN_CONFIG=/design/flow/config.mk WORK_HOME=/design/flow/orfs finish
</file>
<file path="flow/config.mk">
export PLATFORM = sky130hd
export DESIGN_NAME = regfile_ff
export DESIGN_NICKNAME = regfile_ff
export VERILOG_FILES = /design/flow/design.v
export SDC_FILE = /design/flow/constraint.sdc
export NUM_CORES = 4
export LEC_CHECK = 1
export CORE_UTILIZATION = 50
</file>
<file path="flow/constraint.sdc">
current_design regfile_ff

set clk_period 11.6
set clk_io_pct 0.2

create_clock -name clk0 -period $clk_period [get_ports {clk}]

set non_clock_inputs [all_inputs -no_clocks]
set_input_delay [expr $clk_period * $clk_io_pct] -clock clk0 $non_clock_inputs
set_output_delay [expr $clk_period * $clk_io_pct] -clock clk0 [all_outputs]
</file>
<file path="flow/design.v">
package alu_op_pkg;
  typedef enum logic [3:0] {
    ADD,
    SUB,
    XOR,
    OR,
    AND,
    SLL,
    SRL,
    SRA,
    SLT,
    SLTU
  } alu_op_t;
endpackage
module regfile_ff #(
  parameter N = 32,             
  parameter W = 32             
) (
  input logic                   clk,
  input logic                   reset_n,
  input  logic                  wen,
  input  logic [$clog2(N)-1:0]  waddr,  
  input  logic [W-1:0]          wdata,
  input  logic [$clog2(N)-1:0]  raddr1,  
  input  logic [$clog2(N)-1:0]  raddr2,
  output logic [W-1:0]          rdata1,
  output logic [W-1:0]          rdata2
);
  logic [W-1:0] regs [0:N-1];
  always_ff @(posedge clk) begin
    if(!reset_n) begin
      for(int i = 0; i < N; i++) regs[i] = 0;
    end
    else if (wen) regs[waddr] <= wdata;
  end
  always_comb begin
    rdata1 = regs[raddr1];
    rdata2 = regs[raddr2];
  end
endmodule
</file>
==> results_slide.txt <==
Key Metrics from the Run

GRT
  • Grt ovf: 0
  • Gr usage total: 0.378
  • Vias in the first global route: 38800
  • Largest net degree at the start of global routing: approximately 91
  • First-pass GRT wire length: 277000 um
  • Initial antenna violation count: 4

Final layout
  • Share of cells above drive strength 1: 0.0881
  • Final instance area: 62500 sq um
  • Fillers: between 8000 and 9000
  • Multi-input gate area: 23700 sq um
  • Reg with most FFs: regs
  • Storage element area: between 30000 and 40000 sq um
  • Max reg flops: 1024
  • Largest regs: regs (1024)
  • Area Overhead vs Synth: 12.1%
  • Non-Filler Instances: 6168

Logic synthesis
  • Most common cell in the netlist: and2_1
  • FFs w/ async S/R, synth: 0
  • Yosys Warn Count: 1
  • Largest cells by area: edfxtp_1, mux2i_1, and2_1
  • Post-synth regs: slightly above 1000
  • Cell taking the most area after synthesis: edfxtp_1
  • Gate Count Post-Synth: between 4000 and 5000
  • Count of library flops with an enable pin: approximately 1000
  • # Cells Yosys: about 4600
  • Largest type area fraction: 0.552
  • Cell Type Count: 27
  • Yosys stat area: around 56000 sq um
  • Main flop type: edfxtp_1
  • Synth top cells by count: and2_1, edfxtp_1, mux2i_1
  • Post-synthesis sequential area ratio: 0.552
  • Synthesized area: 55800 sq um
  • Mean Syn Cell Area: roughly 12 sq um

Clocking
  • Hold buffers post-CTS: 0
  • CTS resizes: 0
  • CTS sink cnt: 1024
  • CTS tree: done
  • Clock root buffer: clkbuf_16
  • Longest Clk Path Bufs: 3
  • Post-CTS setup buffers: 0
  • CTS H-tree lvls: 3
  • Clock buffer count from CTS: approximately 120
  • Reg clk slew, reported paths: 60 ps

Detailed routing
  • Pre-antenna DRT Iters: 6
  • 1st-iter DRT viols: 2258
  • # DRC: 0
  • Vias per inst: around 6.2
  • Final ANT Viol Nets: 0
  • Vias: 38300
  • WL/cell: 31.6 um
  • Final wirelength: ~200000 um

Place
  • DP Wirelength: 111000 um
  • Placer Congestion: 0.941
  • I/O Buffers: between 100 and 150
  • Placed cells: ~5900
  • Area post-placement: around 60000 sq um

Worst setup path
  • Cell mode on critical path: clkdlybuf4s50_1
  • Crit path cell chain: clkdlybuf4s50_1, nor2b_4, buf_12, buf_4, a22oi_1, a31oi_1, nand3_1, clkdlybuf4s50_1
  • Cell at the slowest stage of the critical path: buf_4
  • Critical Path RT: 9280 ps
  • Max incr delay on CP: 720 ps
  • Crit. End Element: output port
  • Worst Path Max Fanout: 84
  • CP Launch Type: input pin
  • WP data arrival: 6090 ps
  • Crit Path Category: input pin to output port

STA
  • Setup TNS Final: 0 ps
  • Final number of setup-violating endpoints: 0
  • Fin. max-slew vios: 0
  • Hold Fails Final Rpt: 0
  • Final period util: 0.725
  • RSZ-0062 raised after global routing: no
  • Tmin final: 8410 ps
  • Max Fclk: between 100 and 150 MHz
  • Slew headroom: 0.361
  • Actual slew at the worst max-slew pin: ~960 ps

Power and ir drop
  • PD cells: 147 nW/um^2
  • Clk pwr share: 0.403
  • Peak supply drop: 127 uV
  • P_sw: approximately 2.3 mW
  • Lkg Pwr: around 24 nW
  • Total power: 9.17 mW
  • Comb power frac: 0.121
  • Internal: roughly 7 mW
  • Share of power burned in registers: 0.476
  • Sw Share: 0.255

Die
  • Core area: 111000 sq um
  • Die height: about 340 um
  • Rows: around 120
  • Total I/O pin count: 114
  • DIE AREA: 113000 sq um
  • Initial Util: 0.504
  • Die Wd: 336 um

Outcome
  • Status: completed

Job
  • Max cap viols: 0
  • Tool warning count: 26

Min path
  • Worst hold-check path type: input pin to flip-flop
==> kinds of logic after synthesis <==
group | Yosys count | synth area share
simple gates | 1535 | 0.157
mux | 1024 | 0.184
flops | 1024 | 0.552
compound gates | 608 | 0.0732
buf+inv | 455 | 0.0349
==> through the flow <==
stage	util	worst slack (ps)	hold slack, ps
after floorplan	-	5790	2520
after global placement	0.531	3280	3020
after detailed placement	0.531	3280	3030
after CTS	0.565	3280	2270
after global routing	0.565	3140	2280
final	0.565	3190	2340
==> cell usage in the layout (no fill, tap or decap), types with 30 or more instances in the layout <==
| cell type | instances |
|---|---|
| and2_1 | 1024 |
| a22o_1 | 128 |
| nand2_1 | 195 |
| mux2i_1 | 1024 |
| a21oi_1 | 192 |
| a31oi_1 | 64 |
| clkdlybuf4s50_1 | 110 |
| edfxtp_1 | 1024 |
| a22oi_1 | 192 |
| clkbuf_16 | 117 |
| buf_4 | 149 |
| o21ai_4 | 32 |
| nor3_1 | 64 |
| clkinv_2 | 30 |
| nand3_1 | 193 |
==> path summary, 6_finish.rpt <==
path / endpoint / start / depth (start not counted)
max: rdata2[14] / raddr2[0] / 8
min: regs[15][29] / reset_n / 2
==> worst max-delay path, delay by kind of cell <==
| family | cells | cell delay [ps] |
|---|---|---|
| AND/OR/NAND/NOR | 2 | 620 |
| AND-OR/OR-AND | 2 | 650 |
| buffers and inverters | 4 | 2350 |
==> metal layers <==
layer,track usage,vias up,wire length (um)
met5,0.00468,-,11
met4,0.164,2,10600
met2,0.553,2194,89400
met1,0.501,18600,70100
met3,0.188,551,24600
li1,-,16900,-
==> power by group through the flow <==
stage         sequential [mW]  combinational (mW)  clock [mW]
CTS                      4.37                1.09        3.74
global route             4.40                1.16        3.87
finish                   4.37                1.11        3.70
==> area by class of cell <==
type	instances	share of cell area
antenna	2	0.0000800
clock buffer	136	0.0480
clock inverter	81	0.0127
multi-input combinational	3167	0.379
sequential	1024	0.492
tap	1488	0.0298
timing repair buffer	270	0.0389
Power figures rest on the tool's default switching activity, not on a simulated workload.
